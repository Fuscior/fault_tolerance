## design/flow/design.v

```verilog
`timescale 1ns / 1ps
module lfsr_00  (
    input logic         clk,
    input logic         rst,
    output logic [31:0] lfsr_mask
);
reg reg_lfsr_mask[31:0];
always_ff@(posedge clk)
begin
    if(rst)
        lfsr_mask <='1;
    else
        lfsr_mask = {lfsr_mask[30:0], (lfsr_mask[31]^lfsr_mask[30]) };   
end
endmodule
```

## design/flow/run.sh

```bash
#!/bin/bash
# OpenROAD 26Q1-2900-gdf79404cd8, Yosys 0.63+post, stock flow scripts
make -C /OpenROAD-flow-scripts/flow DESIGN_CONFIG=/design/flow/config.mk WORK_HOME=/design/flow/orfs finish
```

## design/flow/config.mk

```make
export PLATFORM = sky130hd
export DESIGN_NAME = lfsr_00
export DESIGN_NICKNAME = lfsr_00
export VERILOG_FILES = /design/flow/design.v
export SDC_FILE = /design/flow/constraint.sdc
export NUM_CORES = 4
export LEC_CHECK = 1
export CORE_AREA = 10 10 103 103
export DIE_AREA = 0 0 113 113
```

## design/flow/constraint.sdc

```tcl
current_design lfsr_00

set clk_period 1.6
set clk_io_pct 0.2

create_clock -name clk0 -period $clk_period [get_ports {clk}]

set non_clock_inputs [all_inputs -no_clocks]
set_input_delay [expr $clk_period * $clk_io_pct] -clock clk0 $non_clock_inputs
set_output_delay [expr $clk_period * $clk_io_pct] -clock clk0 [all_outputs]
```

==> out/metrics.csv <==
metric;value;unit
Max VDD drop;0.296;mV
critical path buffer and inverter count;1;
distinct lib cells;6;
Worst Setup Path Type;flip-flop to primary output;
endpoints failing hold;0;
Lkg Pwr;0.506;nW
period utilisation layout;0.911;
maxcap violations;0;
largest registers;lfsr_mask: 32 flops;
final weighted congestion in routability-driven placement;0.698;
CP Cell Sequence;clkdlybuf4s50_1;
wire length per cell;10.5;um
Chip Width;113;um
worst rel slew slack;0.894;
Setup crit start kind;flip-flop;
overall power;1.60;mW
Inserted Diodes;0;
net switching power;0.324;mW
clk slew on worst S/H paths;70;ps
DRT iter0 DRCs;7;
final max-slew violation count;0;
Reg power frac;0.501;
port buffer count;33;
area grow syn2layout;63.6;%
Crit Path Max Fanout;3;
Max Clock Skew;7.59;ps
clk latency late pin;280;ps
CTS Buffer Depth;2;
Tmin final;1460;ps
clock buffer count from CTS;5;
pin count of the biggest net entering global routing;12;
# clock sinks;32;
PD cells;1110;mW/mm2
Synth logic family;simple AND/OR/NAND/NOR gates;
Gate Count Post-Synth;68;
row cnt;33;
DR DRC count;0;
register bit count reported by yosys;32;
antenna violations before repair;0;
Initial Utilization;0.106;
switching share of power;0.202;
final setup violating endpoints;0;
Die Span Y;113;um
CP startpoint;lfsr_mask[30]$_SDFF_PP1_;
Worst EP arrival;1140;ps
Int Pwr;1.28;mW
AO/OA Area Share;0;
TritonRoute pass-1 iters;2;
synth warn;1;
Top Family by Delay on Critical Path;buffers and inverters;
Synth mux share;0;
Mapped Area;883;um2
CTS root buf;clkbuf_8;
Post-CTS Setup Inserts;0;
critical path's slowest cell;clkdlybuf4s50_1;
CTS H-tree depth;2;
share of cells above drive strength 1;0.119;
fill count;912;
setup TNS;0;ps
sequential area share after synthesis;0.725;
clock share of power;0.481;
Yosys chip area;883;um2
IO Count;34;
yosys xor share;0.00992;
Detail Route Antenna Nets;0;
PostCTS Resize Cnt;0;
Worst EP required;1280;ps
CTS tree;yes;
peak per-stage delay on the critical path;480;ps
non-filler instance count after layout;214;
number of warnings the tools reported;25;
DR vias;543;
fmax;686;MHz
chip area;0.0128;mm2
Worst Min Path Start;lfsr_mask[26]$_SDFF_PP1_;
worst-margin pin slew;158;ps
CP endpoint kind;primary output;
worst min path class;flip-flop to flip-flop;
combinational share of power;0.018;
reg-to-reg critical path startpoint;lfsr_mask[28]$_SDFF_PP1_;
vias in the first global route;559;
RSZ-0062 raised after global routing;no;
total gr overflow;0;
Yosys Instances;68;
Post-DP HPWL;1.73;mm
Top reg by flops;lfsr_mask;
core area;0.00830;mm2
Tot GR Track Use;0.0347;
outcome;complete, no violations;
hold buffers post-CTS;0;
first-pass GRT wire length;3.39;mm
Detailed Route WL;2.26;mm
syn avg cell area;13.0;um2
number of flip-flops in the largest register;32;
Simple-Gate Area Share;0.227;
drt via density;2.54;
dpl cells;206;
adder-cell share of the synthesized area;0;
layout make-up:
cell class | instances | area, um2 | area share
repair buffers | 36 | 353 | 0.244
multi-input cells | 33 | 209 | 0.145
clock buffers | 5 | 68.8 | 0.0476
flip-flops and latches | 32 | 641 | 0.443
clock inverters | 3 | 42.5 | 0.0294
well taps | 105 | 131 | 0.0909
layout by cell type, fill, tap and decap left out:
cell type        count
clkbuf_8             5
clkinv_2             1
or2_1               29
bufinv_16            1
buf_4                3
clkdlybuf4s50_1     33
dfxtp_1             32
or2_2                2
clkinvlp_4           1
xnor2_1              1
nand2b_1             1
power groups by stage:
stage | clock network [mW] | logic, mW | registers (mW)
after CTS | 0.801 | 0.0306 | 0.803
after global routing | 0.838 | 0.0327 | 0.804
final | 0.771 | 0.0289 | 0.803
cells by family after synthesis:
logic type,after synthesis
AND/OR/NAND/NOR,32
XOR/XNOR,1
buffers and inverters,3
flip-flops,32
cell usage after synthesis:
cell type  number  area [um2]
buf_6           3        33.8
dfxtp_1        32         641
nand2b_1        1        6.26
or2_1          29         181
or2_2           2        12.5
xnor2_1         1        8.76
through the flow:
step	hold slack (ps)	setup WS, ps	cell area, um2	utilization
CTS	427	122	1450	0.174
detailed placement	420	231	1330	0.161
global route	441	66.6	1450	0.174
global placement	413	216	1330	0.161
finish	426	142	1450	0.174
floorplan	383	854	883	-
per-layer routing:
metal | track usage | up-vias | share of wire
li1 | - | 283 | -
met1 | 0.0380 | 236 | 0.39
met2 | 0.0526 | 22 | 0.47
met3 | 0.0272 | 2 | 0.13
met4 | 0.00592 | 0 | 0.010
met5 | 0 | - | 0
final timing paths:
check	endpoint	slack, ps	depth (start not counted)
hold / removal	lfsr_mask[27]$_SDFF_PP1_	430	1
setup / recovery	lfsr_mask[30]	140	1
hold reg to reg	lfsr_mask[27]$_SDFF_PP1_	430	1
setup reg to reg	lfsr_mask[29]$_SDFF_PP1_	900	1
Power and IR drop assume default switching activity.

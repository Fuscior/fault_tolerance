==> design/flow/design.v <==
module sw_debouncer (
		input clk, 
		input rst, 
		input PB, 
		output DEBOUNCED
    );
    reg debounced;
	wire sync_0;
	wire sync_1;
	reg [16:0] counter;  
	wire counter_max = &counter;  
	wire idle = ( debounced==sync_1 );
	assign DEBOUNCED = debounced;
    assign sync_0 = ~PB;
	assign sync_1 = sync_0; 
    always @( posedge clk ) begin
        if ( !rst ) begin
			debounced <= 0;
			counter <= 0;   
        end
        else begin
			if ( idle ) begin
				counter <= 0; 
			end
			else begin
				counter <= counter + 1;
				if ( counter_max ) begin
					debounced <= ~debounced;
				end
			end
		end
    end
endmodule
==> design/flow/run.sh <==
#!/bin/bash
# OpenROAD 26Q1-2900-gdf79404cd8, Yosys 0.63+post, stock flow scripts
make -C /OpenROAD-flow-scripts/flow DESIGN_CONFIG=/design/flow/config.mk WORK_HOME=/design/flow/orfs finish
==> design/flow/config.mk <==
export PLATFORM = sky130hd
export DESIGN_NAME = sw_debouncer
export DESIGN_NICKNAME = sw_debouncer
export VERILOG_FILES = /design/flow/design.v
export SDC_FILE = /design/flow/constraint.sdc
export NUM_CORES = 4
export LEC_CHECK = 1
export CORE_AREA = 10 10 92 92
export DIE_AREA = 0 0 102 102
==> design/flow/constraint.sdc <==
current_design sw_debouncer

set clk_period 3.4
set clk_io_pct 0.2

create_clock -name clk0 -period $clk_period [get_ports {clk}]

set non_clock_inputs [all_inputs -no_clocks]
set_input_delay [expr $clk_period * $clk_io_pct] -clock clk0 $non_clock_inputs
set_output_delay [expr $clk_period * $clk_io_pct] -clock clk0 [all_outputs]
==> flow_summary_export.csv <==
group,metric,value,unit
outcome,status,"completed",
grt,first_global_vias,546,
drt,routed-wl-met2,520,µm
layout,area_delta_synth_final,21.7,%
sta,worst_slew_pin_slew,546,ps
pwr,vdd_ir_drop_max,0.000355,V
drt,drt_first_iter_violations,20,
sta,fin_setup_tns,0,ps
setup_path,critical_path.top_delay_family,"buffers and inverters",
placed_design,postPlaceCellArea,913,µm²
drt,drt_drc_violations_left,0,
setup_path,critical_path_endpoint_category,"output port",
setup_path,timing.critical_path.depth,1,
sta,fin_crit,1780,ps
setup_path,reg2regPathDepth,5,
setup_path,worst-endpoint-required,2720,ps
drt,drtPass1Iterations,4,
setup_path,cp.buffers_inverters,1,
pwr,p_per_area,406,mW/mm²
cts,tritoncts_clock_tree,"built",
hold_path,whs_path_depth,2,
setup_path,timing.critical_path.slowest_stage_cell,"sky130_fd_sc_hd__clkdlybuf4s50_1",
cts,clk_pin_slew,70,ps
sta,max_freq,0.561,GHz
layout,postLayoutCellArea,968,µm²
sta,min_period_over_period,52.5,%
pwr,p_leak,0.302,nW
placed_design,detailedPlace.worstSlack,1420,ps
drt,routed_via_density,3.56,
cts,cts_setup_buffers,0,
drt,antenna_cells,0,
sta,setup_repair_after_global_routing_missed_its_margin,"false",
hold_path,hp-start,"counter[15]",
placed_design,post-dp-hpwl,930,µm
drt,top_routing_layer_used,"met4",
grt,initial_antenna_violation_count,0,
placed_design,routabilityCongestion,0.784,
grt,overflow,0,
cts,htreeDepth,1,
die,design.core.area,0.00646,mm²
drt,met3_routed_length,71,µm
drt,routed_wirelength,1.36,mm
setup_path,crit_path_start,"debounced",
die,floorplan.die_area,0.0104,mm²
layout,lay_top_cells,"sky130_fd_sc_hd__dfxtp_1 (18), sky130_fd_sc_hd__nor2_1 (13), sky130_fd_sc_hd__xor2_1 (8), sky130_fd_sc_hd__nand2_1 (7), sky130_fd_sc_hd__nand3_1 (6)",
cts,cts_inserted_buffers,3,
grt,globalRouteTotalUtil,2.70,%
sta,setup_violations,0,
sta,fin_hold_viols,0,
synthesis,seq_area_frac_synth,45.3,%
die,core_util_floorplan,12.3,%
setup_path,path_class,"reg -> out",
job,maxCapViolations,0,
synthesis,synth-edff-count,0,
setup_path,critical_path.startpoint_type,"flop",
setup_path,crit_path_max_fanout,3,
hold_path,hold_class,"reg -> reg",
die,io_pins,4,
setup_path,critical_path_arrival,1100,ps
layout,lay_top_count,"sky130_fd_sc_hd__dfxtp_1",
cts,ctsHoldBuffers,0,
synthesis,syn-mean-instance-area,8.94,µm²
synthesis,yosysWarnings,1,
synthesis,yosys_cell_count,89,
cts,resize_count_post_cts,0,
drt,vias,608,
sta,final_worst_setup_slack,1620,ps
sta,final-max-slew-violation-count,0,
drt,wl_per_cell,7.93,µm
layout,drive_gt1_share,8.51,%
sta,hold_slack,485,ps
synthesis,yosys.cell_types.count,24,
synthesis,synth-seq-cells,18,
synthesis,synthCells,89,
synthesis,synth_area,796,µm²
synthesis,synth-async-reset-ratio,0,%
setup_path,worstReg2RegStart,"counter[0]",
die,total_number_of_placement_rows,29,
synthesis,yosys.stat.chipArea,796,µm²
cts,clk_path_buf_depth,2,
cts,root_buf_cell,"sky130_fd_sc_hd__clkbuf_8",
die,die_x,102,µm
setup_path,crit_path_cell_trace,"clkdlybuf4s50_1",
drt,wl_met1,758,µm
die,die_height,102,µm
synthesis,synth_top_flop_cell,"sky130_fd_sc_hd__dfxtp_1",
sta,final_clock_skew,0.770,ps
sta,timing.slew.headroom,63.5,%
grt,grt_max_degree,17,
cts,clock_sinks,18,
job,warnings,25,
setup_path,cp_slowest_stage_delay,490,ps
drt,postRouteAntennaNets,0,
cts,worst_skew_pair.late_latency,250,ps
grt,grt_pass1_wl,2.41,mm
placed_design,io_buffers,3,
==> kinds of logic after synthesis <==
kind of cell,after synthesis,synth area share (%)
AND-OR/OR-AND,8,5.82
XOR/XNOR,13,14.3
adder cells (fa/ha/maj),1,1.57
buffers and inverters,4,2.04
flip-flops,18,45.3
AND/OR/NAND/NOR,45,31.0
==> synth_stat cells, drive strengths merged, types with 2 or more instances <==
cell   count  area (µm²)
a21oi      3        15.0
and3       3        20.0
and4       4        36.3
dfxtp     18         360
inv        2        7.51
nand2      7        26.3
nand3      6        30.0
nand4      5        37.5
nor2      13        48.8
nor4       2        12.5
o21ai      3        15.0
or3        4        30.0
xnor2      5        43.8
xor2       8        70.1
==> sequential cells by signal, indices dropped and copies added (netlist names) <==
name	cells
counter	17
debounced	1
==> per-layer routing <==
metal  vias to the layer above  GRT usage (%)
met5                         -              0
li1                        323              -
met2                         9           3.60
met3                         2           1.23
met1                       274           4.02
met4                         0          0.217
==> power by group <==
group	leakage (nW)	internal [mW]	total [mW]	switching, mW
clock	0.0288	0.103	0.171	0.0683
sequential	0.145	0.212	0.214	0.00180
combinational	0.128	0.00373	0.00844	0.00471
==> worst paths after layout <==
kind	endpoint	slack, ps
worst max-delay path	DEBOUNCED	1620
worst min-delay path	counter[15]	480
worst max register to register	counter[16]	1650
worst min register to register	counter[15]	480
==> layout make-up <==
| cell class | instances | area, µm² |
|---|---|---|
| Inverter | 2 | 7.51 |
| Sequential cell | 18 | 360 |
| Tap cell | 77 | 96.3 |
| Multi-Input combinational cell | 67 | 419 |
| Fill cell | 724 | 5490 |
| Timing Repair Buffer | 3 | 30.0 |
| Clock buffer | 4 | 55.1 |
==> per-stage QoR <==
stage / utilization, % / total power, mW / std cells
floorplan: - / 0.223 / 89
finish: 15.0 / 0.393 / 171
global placement: 14.1 / 0.227 / 167
detailed placement: 14.1 / 0.227 / 167
global route: 15.0 / 0.412 / 171
CTS: 15.0 / 0.399 / 171
Power and IR drop assume default switching activity.

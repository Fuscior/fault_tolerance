$ cat flow/run.sh
#!/bin/bash
# OpenROAD 26Q1-2900-gdf79404cd8, Yosys 0.63+post, stock flow scripts
make -C /OpenROAD-flow-scripts/flow DESIGN_CONFIG=/design/flow/config.mk WORK_HOME=/design/flow/orfs finish
$ cat flow/config.mk
export PLATFORM = sky130hd
export DESIGN_NAME = vga_controller
export DESIGN_NICKNAME = vga_controller
export VERILOG_FILES = /design/flow/design.v
export SDC_FILE = /design/flow/constraint.sdc
export NUM_CORES = 4
export LEC_CHECK = 1
export CORE_UTILIZATION = 40
$ cat flow/constraint.sdc
current_design vga_controller

set clk_period 2.6
set clk_io_pct 0.2

create_clock -name clk0 -period $clk_period [get_ports {clk_100MHz}]

set non_clock_inputs [all_inputs -no_clocks]
set_input_delay [expr $clk_period * $clk_io_pct] -clock clk0 $non_clock_inputs
set_output_delay [expr $clk_period * $clk_io_pct] -clock clk0 [all_outputs]
$ cat flow/design.v
`timescale 1ns / 1ps
`timescale 1ns / 1ps
module vga_controller(
    input        clk_100MHz,  
    input        reset,         
    output       video_on,     
    output       hsync,        
    output       vsync,        
    output       p_tick,       
    output [9:0] x,      
    output [9:0] y       
    );
    parameter HD = 640;              
    parameter HF = 48;               
    parameter HB = 16;               
    parameter HR = 96;               
    parameter HMAX = HD+HF+HB+HR-1;  
    parameter VD = 480;              
    parameter VF = 10;               
    parameter VB = 33;               
    parameter VR = 2;                
    parameter VMAX = VD+VF+VB+VR-1;  
	reg  [1:0] r_25MHz;
	wire w_25MHz;
	always @(posedge clk_100MHz or posedge reset)
		if(reset)
		  r_25MHz <= 0;
		else
		  r_25MHz <= r_25MHz + 1;
	assign w_25MHz = (r_25MHz == 0) ? 1 : 0;  
    reg [9:0] h_count_reg, h_count_next;
    reg [9:0] v_count_reg, v_count_next;
    reg v_sync_reg, h_sync_reg;
    wire v_sync_next, h_sync_next;
    always @(posedge clk_100MHz or posedge reset)
        if(reset) begin
            v_count_reg <= 0;
            h_count_reg <= 0;
            v_sync_reg  <= 1'b0;
            h_sync_reg  <= 1'b0;
        end
        else begin
            v_count_reg <= v_count_next;
            h_count_reg <= h_count_next;
            v_sync_reg  <= v_sync_next;
            h_sync_reg  <= h_sync_next;
        end
    always @(posedge w_25MHz or posedge reset)       
        if(reset)
            h_count_next = 0;
        else
            if(h_count_reg == HMAX)                  
                h_count_next = 0;
            else
                h_count_next = h_count_reg + 1;         
    always @(posedge w_25MHz or posedge reset)
        if(reset)
            v_count_next = 0;
        else
            if(h_count_reg == HMAX)                  
                if((v_count_reg == VMAX))            
                    v_count_next = 0;
                else
                    v_count_next = v_count_reg + 1;
    assign h_sync_next = (h_count_reg >= (HD+HB) && h_count_reg <= (HD+HB+HR-1));
    assign v_sync_next = (v_count_reg >= (VD+VB) && v_count_reg <= (VD+VB+VR-1));
    assign video_on = (h_count_reg < HD) && (v_count_reg < VD);  
    assign hsync  = h_sync_reg;
    assign vsync  = v_sync_reg;
    assign x      = h_count_reg;
    assign y      = v_count_reg;
    assign p_tick = w_25MHz;
endmodule
==> report_table.html <==
<h2>Synthesis and place &amp; route</h2>
<table>
<tr><th>Metric</th><th>Value</th></tr>
<tr><th colspan="2">Logic synthesis</th></tr>
<tr><td>Number of enable-type register cells in the synthesized netlist</td><td>0</td></tr>
<tr><td>Top-area cell type share of the netlist area</td><td>58.4%</td></tr>
<tr><td>Count of different cell masters after synthesis</td><td>37</td></tr>
<tr><td>Main flop type after synthesis</td><td>sky130_fd_sc_hd__dfrtp_1</td></tr>
<tr><td>Synthesized-area fraction occupied by ao, oa, aoi and oai cells</td><td>~6.2%</td></tr>
<tr><td>Total of warnings raised by yosys</td><td>1</td></tr>
<tr><td>Number of standard cells reported by yosys</td><td>157</td></tr>
<tr><td>Post-synthesis async set-or-reset flop share</td><td>approximately 100%</td></tr>
<tr><td>Xor and xnor area share after synthesis</td><td>5.57%</td></tr>
<tr><td>Syn Std Cell Area</td><td>0.00189 mm²</td></tr>
<tr><td>AND/OR/NAND/NOR Cells, Area Fraction</td><td>20.3%</td></tr>
<tr><td>Fraction of synthesized area in multiplexers</td><td>0%</td></tr>
<tr><td>Post-synthesis cell type with the largest combined area</td><td>sky130_fd_sc_hd__dfrtp_1</td></tr>
<tr><td>Post-synthesis register bit count</td><td>44</td></tr>
<tr><td>Largest cells by area after synthesis</td><td>sky130_fd_sc_hd__dfrtp_1 (58%), sky130_fd_sc_hd__ha_1 (5.3%), sky130_fd_sc_hd__xnor2_1 (3.7%), sky130_fd_sc_hd__nand2_1 (3.6%), sky130_fd_sc_hd__nand3_1 (2.4%)</td></tr>
<tr><td>Synthesized instance count</td><td>157</td></tr>
<tr><td>Mean instance size in the synthesized netlist</td><td>12.0 µm²</td></tr>
<tr><td>Post-Synth Adder-Cell Area</td><td>5.31%</td></tr>
<tr><td>Dominant combinational cell family by area after synthesis</td><td>simple AND/OR/NAND/NOR gates</td></tr>
<tr><td>Share of synthesized area occupied by flip-flops and latches</td><td>about three fifths</td></tr>
<tr><td>Chip area estimate from yosys synthesis</td><td>0.00189 mm²</td></tr>
<tr><th colspan="2">Final timing</th></tr>
<tr><td>Post-Route Hold Slack</td><td>0.412 ns</td></tr>
<tr><td>Endpoints left unconstrained</td><td>40</td></tr>
<tr><td>Slew at the pin closest to its max-slew limit</td><td>around 0.54 ns</td></tr>
<tr><td>Setup TNS after final layout</td><td>0 ns</td></tr>
<tr><td>Fmax</td><td>476 MHz</td></tr>
<tr><td>Slew HR</td><td>between 60 and 70%</td></tr>
<tr><td>Tcrit/Tclk final</td><td>80.8%</td></tr>
<tr><td>Minimum clock period after layout</td><td>2.10 ns</td></tr>
<tr><td>Final hold violation count</td><td>0</td></tr>
<tr><td>Layout Skew</td><td>0.00940 ns</td></tr>
<tr><td>Count of endpoints failing setup in the final report</td><td>0</td></tr>
<tr><td>Number of register pins that no clock reaches</td><td>20</td></tr>
<tr><td>Final max-slew violation count</td><td>0</td></tr>
<tr><td>Setup repair after global routing missed its margin</td><td>no</td></tr>
<tr><th colspan="2">Worst hold path</th></tr>
<tr><td>Hold Startpoint</td><td>r_25MHz[0]</td></tr>
<tr><td>Endpoint of the worst hold path</td><td>r_25MHz[0]</td></tr>
<tr><td>Hold WC Path Type</td><td>register to register</td></tr>
<tr><td>Number of instances on the worst hold path</td><td>1</td></tr>
<tr><th colspan="2">Placement</th></tr>
<tr><td>Count of port buffers added during placement</td><td>25</td></tr>
<tr><td>Gpl congestion</td><td>0.802</td></tr>
<tr><td>Cell Area, Placed</td><td>0.00217 mm²</td></tr>
<tr><td>Placed wire-length estimate</td><td>roughly 2300 µm</td></tr>
<tr><th colspan="2">Die</th></tr>
<tr><td>Die Size</td><td>0.00500 mm²</td></tr>
<tr><td>FP Core Util</td><td>42.5%</td></tr>
<tr><td>Boundary pin count</td><td>26</td></tr>
<tr><td>Number of core rows</td><td>24</td></tr>
<tr><td>Core Box Area</td><td>0.00444 mm²</td></tr>
<tr><td>Chip Height</td><td>70.7 µm</td></tr>
<tr><td>Die W</td><td>70.7 µm</td></tr>
<tr><th colspan="2">Routing</th></tr>
<tr><td>1st-pass router iterations</td><td>20</td></tr>
<tr><td>Total vias in the final route</td><td>between 1000 and 1500</td></tr>
<tr><td>Count of antenna diodes in the layout</td><td>0</td></tr>
<tr><td>Initial DRC Count</td><td>54</td></tr>
<tr><td>Detail Route Antenna Nets</td><td>0</td></tr>
<tr><td>Final wirelength</td><td>3270 µm</td></tr>
<tr><td># DRC</td><td>0</td></tr>
<tr><td>Via-to-Cell Ratio</td><td>5.14</td></tr>
<tr><td>Routed wire per std cell</td><td>13.9 µm</td></tr>
<tr><th colspan="2">Worst setup path</th></tr>
<tr><td>Critical Path Fanout Max</td><td>8</td></tr>
<tr><td>Endpoint type of the worst setup path</td><td>output port</td></tr>
<tr><td>Critical path data required time</td><td>between 2 and 2.5 ns</td></tr>
<tr><td>Worst reg2reg endpoint</td><td>v_sync_reg</td></tr>
<tr><td>Reg-to-reg setup timing slack</td><td>1.36 ns</td></tr>
<tr><td>Kind of critical path</td><td>register to output port</td></tr>
<tr><td>Worst Setup Start Kind</td><td>register</td></tr>
<tr><td>Worst Reg2Reg Path Length in Cells</td><td>5</td></tr>
<tr><td>Reg-to-Reg Start</td><td>v_count_reg[0]</td></tr>
<tr><td>Data arrival time of the critical path</td><td>1.58 ns</td></tr>
<tr><th colspan="2">Finish</th></tr>
<tr><td>Ratio of cells with drive above 1 in the final layout</td><td>10.9%</td></tr>
<tr><td>Combined flip-flop and latch cell area</td><td>approximately 0.0011 mm²</td></tr>
<tr><td>Comb area</td><td>a little over 700 µm²</td></tr>
<tr><td>Layout overhead on the synthesized area</td><td>18.6%</td></tr>
<tr><td>Most instantiated logic cell after routing</td><td>sky130_fd_sc_hd__dfrtp_1</td></tr>
<tr><td>Number of fill cells</td><td>393</td></tr>
<tr><td>Most used cells in the layout excluding fill and tap cells</td><td>sky130_fd_sc_hd__dfrtp_1 (44), sky130_fd_sc_hd__clkdlybuf4s50_1 (25), sky130_fd_sc_hd__nand2_1 (18)</td></tr>
<tr><td>Final instance area</td><td>0.00224 mm²</td></tr>
<tr><th colspan="2">Clock tree</th></tr>
<tr><td>CTS H-tree lvls</td><td>1</td></tr>
<tr><td>Number of buffers added to fix hold violations after cts</td><td>0</td></tr>
<tr><td>Total clock buffers created by CTS</td><td>3</td></tr>
<tr><td>Root buffer selected by CTS</td><td>sky130_fd_sc_hd__clkbuf_8</td></tr>
<tr><td>Clock tree buffer depth</td><td>2</td></tr>
<tr><td>Insertion delay at the late pin of the worst-skew pair</td><td>0.27 ns</td></tr>
<tr><td>Post-cts repair resize count</td><td>0</td></tr>
<tr><td>TritonCTS clock tree</td><td>yes</td></tr>
<tr><td>Number of post-CTS setup repair buffers</td><td>0</td></tr>
<tr><td>Clock-pin slew of the registers on the worst-case setup and hold paths</td><td>0.09 ns</td></tr>
<tr><th colspan="2">GRT</th></tr>
<tr><td>Global-route total usage across every layer</td><td>15.6%</td></tr>
<tr><td>Initial antenna violation count</td><td>0</td></tr>
<tr><td>Wire length of the first global-routing pass</td><td>6020 µm</td></tr>
<tr><td>Pin count of the biggest net entering global routing</td><td>45</td></tr>
<tr><td>Total overflow reported by the global router</td><td>0</td></tr>
<tr><td>Via count of the first global-routing pass</td><td>1207</td></tr>
<tr><th colspan="2">Job</th></tr>
<tr><td>Tool warnings</td><td>31</td></tr>
<tr><td>Tally of max-capacitance violations</td><td>0</td></tr>
<tr><th colspan="2">Power</th></tr>
<tr><td>Static leakage</td><td>0.965 nW</td></tr>
<tr><td>Pwr per Cell Area</td><td>321 mW/mm²</td></tr>
<tr><td>Worst vdd ir</td><td>between 0.0002 and 0.0003 V</td></tr>
<tr><td>Overall power</td><td>719 µW</td></tr>
<tr><th colspan="2">Status</th></tr>
<tr><td>Result of the run</td><td>complete, no violations</td></tr>
</table>
[critical path, cell delays in order, from the launching register on]
cell and delay (ns):
sky130_fd_sc_hd__dfrtp_1 0.49, sky130_fd_sc_hd__o21ai_0 0.20, sky130_fd_sc_hd__nand2_1 0.08, sky130_fd_sc_hd__nor2_1 0.08, sky130_fd_sc_hd__clkdlybuf4s50_1 0.46
[cell families (layout without fill, tap and decap cells)]
| group | Yosys count | count (layout) |
|---|---|---|
| and+or+nand+nor | 63 | 63 |
| DFF | 44 | 44 |
| AOI/OAI and AO/OA | 17 | 17 |
| buffers and inverters | 13 | 39 |
| xor gates and xnor gates | 12 | 12 |
| adders and majority gates | 8 | 8 |
[report_power, final]
part,total [mW],switching [mW],leakage (nW),internal (mW)
logic,0.0151,0.0127,0.333,0.00239
registers,0.373,0,0.597,0.373
clock network,0.331,0.125,0.0357,0.206
[cell usage after synthesis (4+ instances only)]
| library cell | n |
|---|---|
| sky130_fd_sc_hd__dfrtp_1 | 44 |
| sky130_fd_sc_hd__nand2_1 | 18 |
| sky130_fd_sc_hd__nand3_1 | 9 |
| sky130_fd_sc_hd__ha_1 | 8 |
| sky130_fd_sc_hd__inv_1 | 8 |
| sky130_fd_sc_hd__xnor2_1 | 8 |
| sky130_fd_sc_hd__nor2_1 | 7 |
| sky130_fd_sc_hd__nand4_1 | 6 |
| sky130_fd_sc_hd__o21ai_0 | 5 |
| sky130_fd_sc_hd__o21ai_2 | 5 |
| sky130_fd_sc_hd__buf_6 | 4 |
| sky130_fd_sc_hd__xor2_1 | 4 |
[final cells by class]
class,instances,area share (%)
repair buffers,27,11.9
flip-flops and latches,44,49.2
clock buffers,3,1.84
multi-input cells,100,31.5
inverters,8,1.34
clock inverters,1,1.34
well taps,52,2.91
[how the worst max path moves through the flow]
stage         startpoint  endpoint  slack (ns)  depth (start not counted)
6_report  h_count_reg[7]  video_on        0.50                          4
5_1_grt   h_count_reg[7]  video_on        0.38                          4
4_1_cts   h_count_reg[7]  video_on        0.48                          4
[routing by layer]
metal | vias to the layer above | GRT usage (%) | wire (µm)
met1 | 599 | 26.4 | 1670
met3 | 2 | 3.32 | 130
met2 | 22 | 22.8 | 1450
li1 | 586 | - | -
met4 | 0 | 0.889 | 25
met5 | - | 0 | 0
[through the flow]
stage | worst slack, ns | cells | util [%]
after floorplan | 1.05 | 157 | -
after global placement | 0.778 | 231 | 48.8
after detailed placement | 0.786 | 231 | 48.8
after CTS | 0.478 | 235 | 50.4
after global routing | 0.383 | 235 | 50.4
final | 0.500 | 235 | 50.4
Power is estimated from default activity; no workload was simulated.
